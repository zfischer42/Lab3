**design.v**
```verilog
module enable_gen (
    input  wire clk_100mhz,
    input  wire reset,
    output reg  en_1hz,
    output reg  en_2hz,
    output reg  en_10hz,
    output reg  en_400hz
);
    localparam integer DIV_1HZ   = 100_000_000;
    localparam integer DIV_2HZ   = 50_000_000;
    localparam integer DIV_10HZ  = 10_000_000;
    localparam integer DIV_400HZ = 50_000;
    reg [$clog2(DIV_1HZ)  :0] cnt_1hz;
    reg [$clog2(DIV_2HZ)  :0] cnt_2hz;
    reg [$clog2(DIV_10HZ) :0] cnt_10hz;
    reg [$clog2(DIV_400HZ):0] cnt_400hz;
    always @(posedge clk_100mhz or posedge reset) begin
        if (reset) begin
            cnt_1hz   <= 0;
            cnt_2hz   <= 0;
            cnt_10hz  <= 0;
            cnt_400hz <= 0;
            en_1hz    <= 0;
            en_2hz    <= 0;
            en_10hz   <= 0;
            en_400hz  <= 0;
        end else begin
            en_1hz    <= 0;
            en_2hz    <= 0;
            en_10hz   <= 0;
            en_400hz  <= 0;
            if (cnt_1hz == DIV_1HZ - 1) begin
                cnt_1hz <= 0;
                en_1hz  <= 1;
            end else
                cnt_1hz <= cnt_1hz + 1;
            if (cnt_2hz == DIV_2HZ - 1) begin
                cnt_2hz <= 0;
                en_2hz  <= 1;
            end else
                cnt_2hz <= cnt_2hz + 1;
            if (cnt_10hz == DIV_10HZ - 1) begin
                cnt_10hz <= 0;
                en_10hz  <= 1;
            end else
                cnt_10hz <= cnt_10hz + 1;
            if (cnt_400hz == DIV_400HZ - 1) begin
                cnt_400hz <= 0;
                en_400hz  <= 1;
            end else
                cnt_400hz <= cnt_400hz + 1;
        end
    end
endmodule
module top (
    input wire clk,              
    input wire reset,            
    input wire pause,            
    input wire adjust,           
    input wire select,           
    output reg [6:0]  seg,       
    output reg [3:0] anode      
);
    reg [6:0] seg_raw;
    reg [3:0] MinL, MinR, SecL, SecR;
    reg [3:0] display;
    reg [1:0] display_digit = 0;
    wire en_1hz;
    wire en_2hz;
    wire en_10hz;
    wire en_400hz;
    enable_gen clkenbl (
        .clk_100mhz (clk),
        .reset      (reset),
        .en_1hz    (en_1hz),
        .en_2hz    (en_2hz),
        .en_10hz   (en_10hz),
        .en_400hz  (en_400hz)
    );
    reg [3:0] newSecR, newSecL, newMinR, newMinL;
    always @(posedge clk or posedge reset) begin
        if (reset) begin
            MinL <= 0;
            MinR <= 0;
            SecL <= 0;
            SecR <= 0;
        end else if (!pause) begin
            if (adjust == 0) begin
                if (en_1hz) begin  
                    newSecR = SecR + 1;
                    newSecL = SecL;
                    newMinR = MinR;
                    newMinL = MinL;
                    if (newSecR == 10) begin
                        newSecR = 0;
                        newSecL = newSecL + 1;
                    end
                    if (newSecL == 6) begin
                        newSecL = 0;
                        newMinR = newMinR + 1;
                    end
                    if (newMinR == 10) begin
                        newMinR = 0;
                        newMinL = newMinL + 1;
                    end
                    if (newMinL == 6) begin
                        newMinL = 0;
                    end
                    SecR <= newSecR;
                    SecL <= newSecL;
                    MinR <= newMinR;
                    MinL <= newMinL;
                end
            end else begin
                if (en_2hz) begin                
                    if (select == 0) begin
                        newMinR = MinR + 1;
                        newMinL = MinL;
                        if (newMinR == 10) begin
                            newMinR = 0;
                            newMinL = newMinL + 1;
                        end
                        if (newMinL == 6) begin
                            newMinL = 0;
                        end
                        MinR <= newMinR;
                        MinL <= newMinL;
                    end else begin
                        newSecR = SecR + 1;
                        newSecL = SecL;
                        if (newSecR == 10) begin
                            newSecR = 0;
                            newSecL = newSecL + 1;
                        end
                        if (newSecL == 6) begin
                            newSecL = 0;
                        end
                        SecR <= newSecR;
                        SecL <= newSecL;
                    end
                end
            end
        end
    end
    always @(posedge clk or posedge reset) begin
        if (reset)
            display_digit <= 0;
        else if (en_400hz)
            display_digit <= display_digit + 1;
    end
    reg blink_state;
    always @(posedge clk or posedge reset) begin
        if (reset)
            blink_state <= 0;
        else if (en_10hz)
            blink_state <= ~blink_state;
    end
    always @(*) begin
        case (display_digit)
            2'b00: begin
                anode = 4'b0111; 
                if (blink_state && adjust && ~select) begin
                    display = 10;
                end else begin
                    display = MinL;
                end
            end
             2'b01: begin
                anode = 4'b1011;
                if (blink_state && adjust && ~select) begin
                    display = 10;
                end else begin
                    display = MinR;
                end
            end
             2'b10: begin
                anode = 4'b1101;
                if (blink_state && adjust && select) begin
                    display = 10;
                end else begin
                    display = SecL;
                end
            end
            2'b11: begin
                anode = 4'b1110;
                if (blink_state && adjust && select) begin
                    display = 10;
                end else begin
                    display = SecR;
                end
            end
        endcase
    end
    always @(*)
        begin
            case(display)
            4'b0000: seg = 7'b0000001;  
            4'b0001: seg = 7'b1001111;  
            4'b0010: seg = 7'b0010010;  
            4'b0011: seg = 7'b0000110;  
            4'b0100: seg = 7'b1001100;  
            4'b0101: seg = 7'b0100100;  
            4'b0110: seg = 7'b0100000;  
            4'b0111: seg = 7'b0001111;  
            4'b1000: seg = 7'b0000000;  
            4'b1001: seg = 7'b0000100;  
            4'b1010: seg = 7'b1111111;  
            default: seg = 7'b0000001;  
        endcase
    end
endmodule
```
**run.sh**
```bash
#!/bin/bash
# OpenROAD 26Q1-2900-gdf79404cd8, Yosys 0.63+post, stock flow scripts
make -C /OpenROAD-flow-scripts/flow DESIGN_CONFIG=/design/flow/config.mk WORK_HOME=/design/flow/orfs finish
```
**config.mk**
```make
export PLATFORM = sky130hd
export DESIGN_NAME = top
export DESIGN_NICKNAME = top
export VERILOG_FILES = /design/flow/design.v
export SDC_FILE = /design/flow/constraint.sdc
export NUM_CORES = 4
export LEC_CHECK = 1
export CORE_UTILIZATION = 30
```
**constraint.sdc**
```tcl
current_design top

set clk_period 6.3
set clk_io_pct 0.2

create_clock -name clk0 -period $clk_period [get_ports {clk}]

set non_clock_inputs [all_inputs -no_clocks]
set_input_delay [expr $clk_period * $clk_io_pct] -clock clk0 $non_clock_inputs
set_output_delay [expr $clk_period * $clk_io_pct] -clock clk0 [all_outputs]
```
==> flow_summary_export.csv <==
group,metric,value,unit
status,outcome,"complete, no violations",
routing,antenna_cells,0,
critical_path,cp_max_fo,15,
logic_synthesis,ys_chip_area,0.00623,sq mm
cts,cts_resized,0,
timing,rsz0062_at_grt,"no",
worst_hold_path,worstHoldStart,"clkenbl.en_10hz",
critical_path,slowest_stage,"clkdlybuf4s50_1",
routing,drtIter0Drc,184,
placed_design,routabilityCongestion,0.817,
logic_synthesis,muxShareOfSynthArea,0.482,%
timing,finalClockSkew,0.0150,ns
critical_path,cp-end-kind,"output port",
routing,drc,0,
cts,clkLatencyLatePin,0.42,ns
critical_path,cp_cell_sequence,"clkdlybuf4s50_1, nand2_1, nor2_1, o21ai_1, a41oi_1, inv_1, ha_1, o21ai_0, a22o_1, clkdlybuf4s50_1",
cts,cts_tree,"built",
routing,first_pass_iters,4,
critical_path,cp_data_required_time,5.04,ns
timing,max-slew-margin-rel,42.4,%
cts,path_clk_slew,0.06,ns
global_route,use_met1,18.5,%
logic_synthesis,synth_flops,120,
routing,drt-vias-per-instance,4.69,
final_layout,area_growth,18.4,%
floorplan,die_y,146,microns
cts,ctsHoldBuffers,0,
logic_synthesis,ys_async_sr_fraction,100,%
routing,wl_per_cell,11.8,microns
critical_path,r2r_start,"SecR[0]",
cts,postCtsSetupBuffers,0,
timing,setup_tns,0,ns
logic_synthesis,largest_area_cell,"dfrtp_1",
timing,fmax,183,MHz
global_route,grt_use_total,11.4,%
global_route,grtUsageMet2,16.7,%
timing,hold_viol,0,
logic_synthesis,synthTopLogicFamily,"simple AND/OR/NAND/NOR gates",
logic_synthesis,synth-edff-count,0,
cts,cts_htree_levels,4,
flow_run,tool_warnings,38,
logic_synthesis,xor_share,13.5,%
logic_synthesis,synthTopCellsByCount,"dfrtp_1 (120), nor2_1 (77), nand2_1 (60), xor2_1 (54), xnor2_1 (42)",
global_route,grt_max_degree,50,
routing,routed_wl,11.1,mm
floorplan,fp-row-count,52,
floorplan,fp.dieW,146,microns
floorplan,initCoreUtil,30.7,%
timing,setup_violations,0,
logic_synthesis,compound_area_share,8.34,%
placed_design,dp_hpwl,7.41,mm
global_route,antenna_found_initial,0,
logic_synthesis,flop_cell,"dfrtp_1",
power,p_seq_share,42.0,%
power,sw_frac_of_total,20.2,%
power,p_comb_share,1.2,%
critical_path,crit_path_start_kind,"input port",
global_route,use_met3,2.39,%
final_layout,finish.utilization,36.3,%
power,switchingPower,371,uW
logic_synthesis,ys_seq_share,48.2,%
global_route,grt_pass1_wl,20.1,mm
cts,cts_buffers,17,
critical_path,arrival,4.20,ns
logic_synthesis,synth.avg_cell_area,9.91,sq um
cts,cts_buffer_depth,2,
routing,vias,4413,
timing,layout_min_cycle_time,5.46,ns
worst_hold_path,hold_class,"flip-flop to flip-flop",
critical_path,crit_type,"input port to output port",
logic_synthesis,yosysCellCount,628,
power,leakage,0.00341,uW
routing,antenna_left,0,
critical_path,path_common_cell,"clkdlybuf4s50_1",
cts,clock_sinks,120,
timing,finalCritPeriodShare,86.6,%
timing,maxSlewViolCount,0,
logic_synthesis,yosys_warnings,2,
flow_run,cap_violations,0,
critical_path,crit_path_start,"adjust",
global_route,grt.busiest_layer,"met1",
placed_design,io_buffers,15,
logic_synthesis,netlist_area,0.00623,sq mm
floorplan,ios,16,
logic_synthesis,fa_ha_area_share,4.62,%
global_route,grt_pass1_vias,4271,
power,ir_worst_vdd,0.156,mV
critical_path,slowest_delay,0.80,ns
logic_synthesis,yosysTopAreaCellShare,48.2,%
power,power_density,249,mW/mm^2
global_route,grt-ovfl-total,0,
floorplan,dieArea,0.0213,sq mm
logic_synthesis,synthTopCellsByArea,"dfrtp_1 (48%), xor2_1 (7.6%), xnor2_1 (5.9%)",
logic_synthesis,simple_gate_area_share,23.3,%
logic_synthesis,synthDistinctLibCells,53,
power,internal_power,1460,uW
logic_synthesis,most_common_cell,"dfrtp_1",
floorplan,core_area,0.0203,sq mm
power,clock_power_share,56.8,%
timing,worst_pin_slew,0.858,ns
logic_synthesis,syn_inst,628,
cts,root_buffer,"clkbuf_16",
final_layout,drive_gt1_share,7.45,%
[flip-flops by register name, summed over array words and instances (netlist names), 2 cells and up]
| name | count |
|---|---|
| MinL | 4 |
| MinR | 4 |
| SecL | 4 |
| SecR | 4 |
| clkenbl.cnt_10hz | 25 |
| clkenbl.cnt_1hz | 28 |
| clkenbl.cnt_2hz | 27 |
| clkenbl.cnt_400hz | 17 |
| display_digit | 2 |
[cell families (layout without fill, tap and decap cells)]
| logic type | after synthesis | in the layout |
|---|---|---|
| buffers and inverters | 24 | 67 |
| xor gates and xnor gates | 96 | 96 |
| and+or+nand+nor | 287 | 287 |
| DFF | 120 | 120 |
| muxes | 3 | 3 |
| adders and majority gates | 23 | 23 |
| AOI/OAI and AO/OA | 75 | 75 |
[worst paths after layout]
kind | slack [ns] | depth (start not counted) | to
min in group asynchronous | 1.28 | 2 | clkenbl.cnt_2hz[8]
min | 0.46 | 1 | blink_state
max | 0.84 | 10 | seg[1]
min reg2reg | 0.46 | 1 | blink_state
max in group asynchronous | 4.06 | 3 | clkenbl.cnt_400hz[7]
max reg2reg | 3.17 | 8 | MinL[3]
[power groups by stage]
stage | Combinational [uW] | Clock (uW) | Sequential (uW)
CTS | 23.4 | 1060 | 771
global route | 25.7 | 1100 | 771
finish | 21.6 | 1040 | 771
[worst max-delay path, delay by kind of cell]
family | cells | cell delay (ns)
AOI/OAI and AO/OA | 4 | 0.90
adders and majority gates | 1 | 0.23
buffers and inverters | 3 | 1.42
and+or+nand+nor | 2 | 0.40
[layer usage]
| metal | vias to the layer above | wire length (microns) |
|---|---|---|
| met5 | - | 0 |
| met4 | 0 | 112 |
| met3 | 8 | 331 |
| met2 | 44 | 4890 |
| met1 | 2122 | 5810 |
| li1 | 2239 | - |
[placed cells by master (no fill, tap or decap), drive strengths merged, types with 5 or more instances in the layout]
master / netlist / layout
a21o: 6 / 6
a21oi: 18 / 18
and2: 8 / 8
and3: 28 / 28
and4: 7 / 7
buf: 1 / 5
clkbuf: 8 / 20
clkdlybuf4s50: 0 / 15
dfrtp: 120 / 120
ha: 23 / 23
inv: 15 / 18
nand2: 60 / 60
nand2b: 11 / 11
nand3: 34 / 34
nand4: 17 / 17
nor2: 77 / 77
nor2b: 8 / 8
nor3: 11 / 11
nor4: 6 / 6
o211ai: 5 / 5
o21ai: 21 / 21
xnor2: 42 / 42
xor2: 54 / 54
[final cells by class]
type	instances	area (sq um)
clock buffer	20	457
clock inverter	12	188
fill	1999	12900
inverter	15	58.8
multi-input combinational	484	3140
sequential	120	3000
tap	270	338
timing repair buffer	20	188
[metrics by stage]
stage / worst slack [ns] / total power [uW] / instances / hold slack (ns) / instance area [sq um]
final: 0.842 / 1830 / 941 / 0.458 / 7370
after CTS: 0.848 / 1860 / 941 / 0.479 / 7370
after floorplan: 1.85 / 799 / 628 / 0.417 / 6230
after detailed placement: 0.846 / 808 / 909 / 0.458 / 6730
after global routing: 0.546 / 1900 / 941 / 0.490 / 7370
after global placement: 0.873 / 808 / 909 / 0.447 / 6730
Power figures rest on the tool's default switching activity, not on a simulated workload.
